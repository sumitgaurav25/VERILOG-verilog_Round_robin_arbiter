$ cat ./config.mk
export PLATFORM = sky130hd
export DESIGN_NAME = rounf_robin
export DESIGN_NICKNAME = rounf_robin
export VERILOG_FILES = /design/flow/design.v
export SDC_FILE = /design/flow/constraint.sdc
export NUM_CORES = 4
export LEC_CHECK = 1
export CORE_AREA = 10 10 70 70
export DIE_AREA = 0 0 80 80
$ cat ./constraint.sdc
current_design rounf_robin

set clk_period 1.7
set clk_io_pct 0.2

create_clock -name clk0 -period $clk_period [get_ports {clk}]

set non_clock_inputs [all_inputs -no_clocks]
set_input_delay [expr $clk_period * $clk_io_pct] -clock clk0 $non_clock_inputs
set_output_delay [expr $clk_period * $clk_io_pct] -clock clk0 [all_outputs]
$ cat ./design.v
`timescale 1ns / 1ps
module rounf_robin (
  clk,    
  rst,    
  req3,   
  req2,   
  req1,   
  req0,   
  gnt3,   
  gnt2,   
  gnt1,   
  gnt0   
);
input           clk;     
input           rst;     
input           req3;    
input           req2;   
input           req1;   
input           req0;   
output          gnt3;    
output          gnt2;   
output          gnt1;   
output          gnt0;   
wire    [1:0]   gnt       ;   
wire            comreq    ;    
wire            beg       ;    
wire   [1:0]    lgnt      ;   
wire            lcomreq   ;   
reg             lgnt0     ;   
reg             lgnt1     ;
reg             lgnt2     ;
reg             lgnt3     ;
reg             mask_enable   ;
reg             lmask0    ;
reg             lmask1    ;
reg             ledge    ;
always @ (posedge clk)
  if (rst)   
  begin
    lgnt0 <= 0;
    lgnt1 <= 0;
    lgnt2 <= 0;
    lgnt3 <= 0;
  end 
  else
    begin                                     
  lgnt0 <=(~lcomreq & ~lmask1 & ~lmask0 & ~req3 & ~req2 & ~req1 & req0)
        | (~lcomreq & ~lmask1 &  lmask0 & ~req3 & ~req2 &  req0)
        | (~lcomreq &  lmask1 & ~lmask0 & ~req3 &  req0)
        | (~lcomreq &  lmask1 &  lmask0 & req0  )
        | ( lcomreq & lgnt0 );
  lgnt1 <=(~lcomreq & ~lmask1 & ~lmask0 &  req1)
        | (~lcomreq & ~lmask1 &  lmask0 & ~req3 & ~req2 &  req1 & ~req0)
        | (~lcomreq &  lmask1 & ~lmask0 & ~req3 &  req1 & ~req0)
        | (~lcomreq &  lmask1 &  lmask0 &  req1 & ~req0)
        | ( lcomreq &  lgnt1);
  lgnt2 <=(~lcomreq & ~lmask1 & ~lmask0 &  req2  & ~req1)
        | (~lcomreq & ~lmask1 &  lmask0 &  req2)
        | (~lcomreq &  lmask1 & ~lmask0 & ~req3 &  req2  & ~req1 & ~req0)
        | (~lcomreq &  lmask1 &  lmask0 &  req2 & ~req1 & ~req0)
        | ( lcomreq &  lgnt2);
  lgnt3 <=(~lcomreq & ~lmask1 & ~lmask0 & req3  & ~req2 & ~req1)
        | (~lcomreq & ~lmask1 &  lmask0 & req3  & ~req2)
        | (~lcomreq &  lmask1 & ~lmask0 & req3)
        | (~lcomreq &  lmask1 &  lmask0 & req3  & ~req2 & ~req1 & ~req0)
        | ( lcomreq & lgnt3);
end 
  assign beg = (req3 | req2 | req1 | req0) & ~lcomreq;  
assign lcomreq = ( req3 & lgnt3 )
                | ( req2 & lgnt2 )
                | ( req1 & lgnt1 )
                | ( req0 & lgnt0 );
assign  lgnt =  {(lgnt3 | lgnt2),(lgnt3 | lgnt1)};
always @ (posedge clk )
if( rst ) 
  begin
    lmask1 <= 0;
    lmask0 <= 0;
  end 
 else if(mask_enable) 
    begin
      lmask1 <= lgnt[1];
      lmask0 <= lgnt[0];
    end 
 else 
    begin
      lmask1 <= lmask1;
      lmask0 <= lmask0;
    end 
assign comreq = lcomreq;
assign gnt    = lgnt;
assign gnt3   = lgnt3;
assign gnt2   = lgnt2;
assign gnt1   = lgnt1;
assign gnt0   = lgnt0;
endmodule
$ cat ./run.sh
#!/bin/bash
# OpenROAD 26Q1-2900-gdf79404cd8, Yosys 0.63+post, stock flow scripts
make -C /OpenROAD-flow-scripts/flow DESIGN_CONFIG=/design/flow/config.mk WORK_HOME=/design/flow/orfs finish
==> run summary <==
run results: first-pass GRT wire length 1060 µm, final slew viol count 0, ratio of cells with drive above 1 in the final layout 0.118, Slew headroom 0.812, CP max FO 4, CP Class in -> reg, Final Critical Period 1.49 ns, diode count 0, Post-CTS Hold Fix Bufs 0, Final Routed Wirelength 615 µm, CTS resizes 0, Clock Tree Root clkbuf_4, global placer's final weighted congestion 0.771, Cell variety after synth 14, LEAKAGE 0.130 nW, synthesis area per yosys 194 µm², WP data required 1.87 ns, total global-route track usage 0.0206, Setup Skew 0.00264 ns, Buf/Inv on CP 1, Final Hold Fails 0, maxcap violations 0, Slowest-stage cell, CP or4_1, Synth Cell Area 194 µm², Die Wd 80 µm, Tcrit/Tclk final 0.874, CORE AREA 0.00342 mm², Via density 2.54, PD cells 701 mW/mm², maximum VDD drop 0.0867 mV, total grt overflow 0, clock sink count 4, WP data arrival 1.65 ns, Hold Path Origin lgnt0, Die Span Y 80 µm, FF-to-FF Start lgnt3, CTS tree yes, slowest cell delay on critical path 0.47 ns, Seq/Total Area, Yosys 0.413, TritonRoute pass-1 iters 1, crit end category flip-flop, Fillers 402, Synth flops 4, stage-log warning count 25, MI comb area 110 µm², Largest cells by area dfxtp_1 (41%), mux2i_1 (10%), a22o_1 (9.0%), H-tree levels 1, routed vias 203, Post-Layout Cell Count 80, crit path from req3, RSZ-0062 raised after global routing false, FMAX 673 MHz, fp util 0.0568, ANT nets after route 0, Synth Warn # 2, status finished, final reports clean, critical path cell sequence clkdlybuf4s50_1 -> a22o_1 -> or4_1 -> a21oi_1, row cnt 21, number of global-route vias before repair 210, Area Growth Syn to Fin 91.6%, Reg clk slew, reported paths 0.04 ns, Avg Cell Area, Syn 9.24 µm², DRC 0, FF+latch area 80.1 µm², initial antenna violation count 0, Inst Count DP 77, Final Util 0.109, Die ar. 0.00640 mm², largest net degree at the start of global routing 7, HP Class reg -> reg, Slew @ Worst Pin 0.282 ns, Post CTS Setup Buffer Count 0, io pins 10, clk buf depth 2, number of cells in Yosys stat 21, TritonCTS buffer count 3, Final setup viols 0, Min Hold Slack 0.488 ns, average wire per standard cell 7.69 µm, Post-Syn Instances 21, Total Power 0.000260 W, Area leader share 0.413, Synth area leader dfxtp_1, Startpoint Class input pin, Top delay family on crit path simple AND/OR/NAND/NOR gates, clock latency on the worst-skew pair 0.23 ns, drt initial violations 0, port buffer count 9
-- layout by cell type (no fill, tap or decap), drive strengths merged --
| master | n |
|---|---|
| a21oi | 1 |
| a22o | 2 |
| buf | 1 |
| clkbuf | 3 |
| clkdlybuf4s50 | 9 |
| dfxtp | 4 |
| inv | 1 |
| mux2i | 2 |
| nand2 | 1 |
| nand2b | 2 |
| nand3b | 1 |
| nor2 | 1 |
| nor3 | 1 |
| o21ai | 2 |
| or2b | 1 |
| or4 | 1 |
| or4b | 1 |
-- synth_stat cells (all sizes together) --
library cell  instances
nand2                 1
inv                   1
a22o                  2
or4b                  1
dfxtp                 4
nor3                  1
or4                   1
o21ai                 2
or2b                  1
mux2i                 2
nor2                  1
nand3b                1
nand2b                2
a21oi                 1
-- path summary, 6_finish.rpt --
| kind | end | slack [ns] | depth (start not counted) |
|---|---|---|---|
| max | lgnt2 | 0.21 | 4 |
| min | lgnt0 | 0.49 | 2 |
| max reg2reg | lgnt2 | 0.45 | 3 |
| min reg2reg | lgnt0 | 0.49 | 2 |
-- layout make-up --
type                    count  share of cell area
clock buffers               3              0.0606
repair buffers             10               0.263
flip-flops and latches      4               0.215
well taps                  46               0.155
multi-input cells          16               0.296
inverters                   1              0.0101
-- metal layers --
layer | global-route usage | vias to the layer above | wire, µm | part of all wire
li1 | - | 104 | - | -
met4 | 0.0141 | 0 | 27 | 0.044
met5 | 0 | - | 0 | 0
met2 | 0.0425 | 2 | 415 | 0.67
met3 | 0.00227 | 2 | 2 | 0.0033
met1 | 0.0173 | 95 | 170 | 0.28
-- metrics by stage --
step / area (µm²) / setup TNS, ns / setup slack [ns]
final: 372 / 0 / 0.214
after global routing: 372 / 0 / 0.149
after CTS: 372 / 0 / 0.211
after detailed placement: 349 / -0.0643 / -0.0437
after global placement: 349 / 0 / 0.00213
after floorplan: 194 / 0 / 0.493
-- cells by family after synthesis --
kind of cell,after synthesis,synth area share
buffers and inverters,1,0.0193
DFF,4,0.413
and+or+nand+nor,9,0.297
AOI/OAI and AO/OA,5,0.168
muxes,2,0.103
-- where the power goes --
group / internal (W) / switching, W / leakage [nW] / total [W]
clock: 0.0000788 / 0.0000370 / 0.0138 / 0.000116
combinational: 0.0000281 / 0.0000142 / 0.0834 / 0.0000422
sequential: 0.0000991 / 0.00000324 / 0.0327 / 0.000102
total: 0.000206 / 0.0000544 / 0.130 / 0.000260
-- worst reg2reg max path, stage by stage (launching register included) --
cell     delay [ns]
dfxtp_1        0.31
a22o_1         0.26
or4_1          0.47
a21oi_1        0.14
Power is estimated from default activity; no workload was simulated.
